**/design/flow/run.sh**
```bash
#!/bin/bash
# OpenROAD 26Q1-2900-gdf79404cd8, Yosys 0.63+post, stock flow scripts
make -C /OpenROAD-flow-scripts/flow DESIGN_CONFIG=/design/flow/config.mk WORK_HOME=/design/flow/orfs finish
```
**/design/flow/design.v**
```verilog
module UART_trans#(parameter IDLE=3'b000,START=3'b001,DATA=3'b010,STOP=3'b011)
(input clk,rst,en,input [7:0]data_in,output reg transmit);
reg [3:0]count;
reg [2:0]state; 
always@(posedge clk)
begin 
	if(rst)
	begin
		state<=IDLE;
		count<=4'b1000;
	end
	else if(rst==0)
	begin
		case(state)
			IDLE:begin
				if(en==1)
			     	begin 
					state<=IDLE;
					transmit<=en;
			     	end		
				else if(en==0)
					state<=START;
			     end
			START:begin
				state<=DATA;
				transmit<=en;
				end	
			DATA:begin
				if(count<=4'b1000&&count>4'b0000)	
					begin
		  				transmit<=data_in[count-1'b1];
						state<=DATA;	
						count<=count-1'b1;		
					end
				else if(count==4'b0000)
					begin						
					state<=STOP;
					end
		   	     end
			STOP:begin
				transmit<=1'b1;
				state<=IDLE;
				count<=4'b0111;
			    end
		endcase
	end
end
endmodule
module UART_reciever#(parameter IDLE=3'b000,START=3'b001,DATA=3'b010,STOP=3'b011)
(input clk,data_r,rst,output reg [7:0]data_out);
reg [3:0]count;
reg [2:0]state; 
reg ready;
always@(posedge clk)
begin 
	if(rst)
	begin
		state<=IDLE;
		count<=4'b1000;
	end
	else if(rst==0)
	begin
		case(state)
			IDLE:begin
				if(data_r==1)
			     	begin 
					state<=IDLE;
			     	end		
				else if(data_r==0)
				begin
					state<=START;
					state<=DATA;
					ready<=1'b1;
			        end
			    end
			DATA:begin
				count<=count-1;
				if(count>4'b0000&&ready==1)
				begin
		  			data_out[count-1'b1]<=data_r;	
					count<=count-1;
				end
				else if(count==4'b0000)
				begin						
				state<=STOP;
				end
		   	     end
			STOP:begin
				if(data_r==1)
				begin
					state<=IDLE;
				end
				else if(data_r==0)
				begin
					state<=STOP;	
					count<=4'b0000;
			    	end
			      end
		endcase
	end
end
endmodule
module top_UART(input clk,rst,en,input [7:0]data_i,output [7:0]data_o);
wire transmit_reciever;
UART_trans u1(.clk(clk),.rst(rst),.en(en),.transmit(transmit_reciever),.data_in(data_i));
UART_reciever u2(.clk(clk),.rst(rst),.data_r(transmit_reciever),.data_out(data_o));
endmodule
```
**/design/flow/config.mk**
```make
export PLATFORM = sky130hd
export DESIGN_NAME = top_UART
export DESIGN_NICKNAME = top_UART
export VERILOG_FILES = /design/flow/design.v
export SDC_FILE = /design/flow/constraint.sdc
export NUM_CORES = 4
export LEC_CHECK = 1
export CORE_AREA = 10 10 101 101
export DIE_AREA = 0 0 111 111
```
**/design/flow/constraint.sdc**
```tcl
current_design top_UART

set clk_period 2.3
set clk_io_pct 0.2

create_clock -name clk0 -period $clk_period [get_ports {clk}]

set non_clock_inputs [all_inputs -no_clocks]
set_input_delay [expr $clk_period * $clk_io_pct] -clock clk0 $non_clock_inputs
set_output_delay [expr $clk_period * $clk_io_pct] -clock clk0 [all_outputs]
```
==> impl_metrics.json <==
{
  "fmax_ghz": 0.481,
  "setup_violations": 0,
  "netlist_area_um2": 1440,
  "grt_use_total_pct": 4.52,
  "port_buffers": 18,
  "grt_pass1_vias": 1082,
  "setup_slack_ns": 0.221,
  "antenna_found_initial": 0,
  "async_flop_share_pct": 0,
  "cts_root_buffer": "clkbuf_8",
  "core_um2": 8130,
  "ys_sh_mux_pct": 6.45,
  "die_h_um": 111,
  "logic_family": "AND-OR/OR-AND gates",
  "drt_iter0_drc": 31,
  "relSlewSlack_pct": 67.0,
  "postSynthCellCount": 138,
  "post_cts_buffers": 0,
  "fin_crit_sh_pct": 90.4,
  "xor_area_share_pct": 4.71,
  "ir_worst_vdd_mv": 0.202,
  "fin_skew_ns": 0.00216,
  "final_cell_mix": "18 x clkdlybuf4s50_1, 15 x dfxtp_1, 9 x a21oi_1, 9 x edfxtp_1",
  "worstPathMaxFanout": 8,
  "slew_violations": 0,
  "powerDensity_nw_per_um2": 649,
  "hold_violations": 0,
  "num_rows": 33,
  "cts_buffer_depth": 2,
  "fin_tns_setup_ns": 0,
  "start_kind": "flop",
  "syn_to_final_growth_pct": 26.1,
  "status": "complete, no violations",
  "final_common_cell": "clkdlybuf4s50_1",
  "worst_pin_slew_ns": 0.492,
  "grt_start_max_net_pins": 17,
  "die_area_um2": 12300,
  "drtPass1Iterations": 4,
  "endpoint_kind": "flop",
  "clkLatencyLatePin_ns": 0.27,
  "rsz0062_at_grt": "no",
  "min_period_ns": 2.08,
  "clk_pin_slew_worst_paths_ns": 0.09,
  "ys_ff": 24,
  "synthAoiAreaFrac_pct": 23.8,
  "synth-main-ff-cell": "dfxtp_1",
  "place_area_um2": 1750,
  "fp.dieW_um": 111,
  "via_per_inst": 4.21,
  "adder_share_pct": 5.23,
  "gp_congestion": 0.814,
  "wl_per_cell_um": 10.8,
  "design_area_um2": 1810,
  "cts_tree": "yes",
  "required_ns": 2.33,
  "ys_warn_count": 2,
  "leakage_nw": 0.641,
  "ant_nets": 0,
  "drc": 0,
  "synth.avg_cell_area_um2": 10.4,
  "final_layout_size_suffix_gt1_share_pct": 14.3,
  "postRouteWirelength_mm": 2.88,
  "grt_first_pass_wirelength_mm": 4.93,
  "hold_path_class": "reg -> reg",
  "ys_types": 47,
  "hpwl_mm": 2.19,
  "ys_sh_simple_pct": 14.3,
  "pin_count": 19,
  "final_cells": 266,
  "cts_made_buffers": 3,
  "arrival_ns": 2.11,
  "num_vias": 1121,
  "maxCapViolCount": 0,
  "cts_resized": 0,
  "antenna-diode-count": 0,
  "htreeDepth": 1,
  "yosysSeqAreaShare_pct": 39.8,
  "ys_area_um2": 1440,
  "overflow": 0,
  "critPathKind": "reg -> reg",
  "enable_flop_cells": 9,
  "warning_count": 29,
  "fp_util_pct": 17.6,
  "synth-cells-yosys": 138,
  "dp_cells": 262,
  "hold_buffers": 0,
  "cts_num_sinks": 24,
  "final_core_util_pct": 22.2,
  "place_ws_ns": 0.228
}
## cell usage after synthesis, drive strengths merged (2+ instances only)
cell,n,area (µm²)
a21o,4,31.3
a21oi,9,45.0
a311oi,2,35.0
a31oi,2,12.5
a32o,6,60.1
a41o,2,20.0
and3,3,20.0
buf,3,37.5
clkbuf,4,15.0
dfxtp,15,300
edfxtp,9,270
ha,6,75.1
inv,8,30.0
mux2,3,37.5
mux4,2,45.0
nand2,7,26.3
nand2b,2,12.5
nand3,2,10.0
nor2,8,30.0
nor2b,3,18.8
nor3,3,15.0
nor3b,3,27.5
nor4b,2,17.5
o211ai,8,60.1
o21ai,5,25.0
or2,2,12.5
xnor2,4,42.6
xor2,2,25.0
## registers in the layout, indices dropped and copies added (netlist names)
signal       count
u2.state         3
u1.count         4
u2.data_out      8
u1.state         4
u1.transmit      1
u2.count         4
## logic make-up after synthesis
| family | Yosys count |
|---|---|
| compound gates | 44 |
| xor+xnor | 6 |
| fa+ha+maj | 6 |
| buf+inv | 15 |
| flops | 24 |
| mux | 6 |
| simple gates | 37 |
## layout make-up
cell class	count	area, µm²
well taps	105	131
flip-flops and latches	24	571
repair buffers	26	240
multi-input cells	99	782
inverters	8	30.0
clock buffers	4	55.1
fillers	868	6320
## path summary, 6_finish.rpt
path / startpoint / endpoint / slack [ns] / cells past startpoint
worst max-delay path: u2.count[0] / u2.data_out[6] / 0.22 / 6
worst max register to register: u2.count[0] / u2.data_out[6] / 0.22 / 6
worst min register to register: u2.state[0] / u2.state[1] / 0.45 / 1
worst min-delay path: u2.state[0] / u2.state[1] / 0.45 / 1
## per-stage QoR
step | hold WS, ns | power, W
2_1_floorplan | 0.421 | 0.000801
3_3_place_gp | 0.427 | 0.000891
3_5_place_dp | 0.437 | 0.000894
4_1_cts | 0.459 | 0.00119
5_1_grt | 0.498 | 0.00125
6_report | 0.453 | 0.00117
## power by group
group	leakage (nW)	switching (W)	total, W	internal, W
logic	0.406	0.000185	0.000366	0.000181
clock network	0.0288	0.000136	0.000289	0.000153
registers	0.206	0.0000403	0.000519	0.000478
## critical path, cell delays in order (launching register included)
cell and delay, ns:
dfxtp_1 0.33, inv_1 0.08, ha_1 0.29, xnor2_2 0.22
a22o_2 0.32, or2_1 0.32, a32o_1 0.28
## routing by layer
layer,global-route usage [%],up-vias,wire length (µm)
li1,-,571,-
met1,6.15,527,1410
met2,7.04,23,1250
met3,1.75,0,228
met4,0.0868,0,0
met5,0,-,0
Power figures rest on the tool's default switching activity, not on a simulated workload.
