==> flow/constraint.sdc <==
current_design spi_slave

set clk_period 4.0
set clk_io_pct 0.2

create_clock -name clk0 -period $clk_period [get_ports {clk}]

set non_clock_inputs [all_inputs -no_clocks]
set_input_delay [expr $clk_period * $clk_io_pct] -clock clk0 $non_clock_inputs
set_output_delay [expr $clk_period * $clk_io_pct] -clock clk0 [all_outputs]
==> flow/run.sh <==
#!/bin/bash
# OpenROAD 26Q1-2900-gdf79404cd8, Yosys 0.63+post, stock flow scripts
make -C /OpenROAD-flow-scripts/flow DESIGN_CONFIG=/design/flow/config.mk WORK_HOME=/design/flow/orfs finish
==> flow/design.v <==
module spi_slave#(parameter IDLE=2'b01,DATA_TRANSFER=2'b10,STOP=2'b11)
(input clk,rst,cs,MOSI_in,input [15:0]data_in,output reg MISO_out,output reg [15:0]slave_r);
reg [2:0]state;
reg[4:0]count;
always@(posedge clk)
begin
	if(rst)
	begin
		MISO_out<=1'b0;
		state<=IDLE;
		count<=5'b00000;
	end
	else if(rst==0)
	begin
		case(state)
			IDLE:begin
				if(cs==1)
					state<=DATA_TRANSFER;
				else if(cs==0)
					state<=IDLE;	
			end
			DATA_TRANSFER:begin
				if(count<5'b10001)
				begin
					MISO_out<=data_in[count];
					slave_r[count-1'b1]<=MOSI_in;
					count<=count+1'b1;
					state<=DATA_TRANSFER;
				end
				else if(count==5'b10001)
				begin
					MISO_out<=1'b0;
					count<=5'b00000;
					state<=STOP;
				end
				end
			STOP:begin
				state<=IDLE;
				slave_r<=16'h0000;
			     end
			endcase
	end
end
endmodule
==> flow/config.mk <==
export PLATFORM = sky130hd
export DESIGN_NAME = spi_slave
export DESIGN_NICKNAME = spi_slave
export VERILOG_FILES = /design/flow/design.v
export SDC_FILE = /design/flow/constraint.sdc
export NUM_CORES = 4
export LEC_CHECK = 1
export CORE_AREA = 10 10 99 99
export DIE_AREA = 0 0 109 109
==> results.toml <==
# yosys + openroad results
[placement]
io_buffers = 36
dp.final_hpwl_mm = 3.36
routabilityCongestion = 0.894
dpl_worst_slack_ns = 0.898
place_area_sq_mm = 0.00218

[drt]
via_per_inst = 4.76
wl_per_cell_microns = 13.9
wl_mm = 4.39
firstDrtPassIters = 4
vias = 1500
dr.first_iter.drc_count = 93
ant_nets = 0
diodes = 0
drc_errors = 0

[run]
maxCapViolations = 0
warnings = 30

[final_timing]
min_period_over_period_pct = 78.8
skew_ns = 0.00738
finalSetupViolations = 0
period_needed_ns = 3.15
finalSetupTns_ns = 0
grt_setup_unrepaired = "false"
slew_headroom_pct = 48.8
finalMaxSlewViolations = 0
fin_ws_ns = 0.847
finalHoldViolCount = 0
fmax_mhz = 317
worstMarginPinSlew_ns = 0.756

[logic_synthesis]
synth-seq-cells = 25
ys_warn_count = 1
ys_seq_share_pct = 38.0
ys_cells = 183
synthCells = 183
yosysUniqueCellTypes = 48
ff_type = "edfxtp_1"
async_flop_share_pct = 0
syn_area_sq_mm = 0.00174
edf_count = 16
avgSynthCellArea_sq_um = 9.51
ys_area_sq_mm = 0.00174

[critical_path]
max_stage_delay_ns = 0.82
r2r-end = "slave_r[15]"
r2r_slack_ns = 0.85
worstPathRequired_ns = 4.14
crit_start = "count[0]"
crit_arrival_ns = 3.29
path_max_fanout = 20
path_buffers = 1
crit_chain = "inv_1 -> ha_1 -> xnor2_1 -> a311o_1 -> o311ai_1 -> or3_4 -> o21ai_2"
cp.depth = 7
start_kind = "flip-flop"
worst_setup_path_endpoint = "slave_r[15]"
critPathTopFamily = "flip-flops"
r2r.worst_path.cells = 7
timing.setup.critical_path_class = "reg2reg"
endpoint_kind = "flip-flop"
regToRegStartpoint = "count[0]"
cpMaxStageDelayCell = "dfxtp_1"

[final_layout]
drive_gt1_share_pct = 9.86
area_delta_synth_final_pct = 28.3
seqCellArea_sq_um = 661
logic_area_sq_um = 978
fin_util_pct = 28.9
finalInstanceArea_sq_mm = 0.00223
fillers = 796
lay_top_cells = "clkdlybuf4s50_1, nor2_1, edfxtp_1"
lay_top_count = "clkdlybuf4s50_1"

[clock_network]
cts.path.max_buffers = 2
clock_sinks = 25
clock.latency.late_pin_ns = 0.27
root_buffer = "clkbuf_8"
cts_max_level = 1
cts_tree = "yes"
post_cts_resized = 0
cts_buffers = 3
cts_setup_buffers = 0
cts-hold-fix-buffers = 0
cts.clk_slew.worst_paths_ns = 0.09

[power_and_ir_drop]
ir_drop_uv = 123
powerDensity_mw_per_mm2 = 265
total_power_w = 0.000592
total_leakage_power_nw = 0.743

[floorplanning]
die_x_microns = 109
die_h_microns = 109
rows = 32
die-area_sq_mm = 0.0119
fp_util_pct = 22.5
core_sq_mm = 0.00773
ioPinCount = 37

[global_routing]
grt_use_total_pct = 7.54
antenna_found_initial = 0
grt_pass1_wl_mm = 7.37
gr-total-overflow = 0
grt_max_degree = 21
grt_pass1_vias = 1532

[min_path]
worstHoldPathType = "reg2reg"
hp-start = "state[0]"

[run_status]
status = "finished, final reports clean"
-- synth_stat cells (3+ instances only) --
library cell	instances	share of area, %
nand2b_1	4	1.4
o21ai_1	5	1.4
clkbuf_1	4	0.86
nor2_1	19	4.1
o21ai_0	5	1.4
inv_1	12	2.6
mux2i_1	6	3.5
a32o_1	3	1.7
a21oi_1	5	1.4
o211ai_1	8	3.5
nand4_1	6	2.2
ha_1	6	4.3
xnor2_1	5	2.5
or3_1	4	1.4
o21ai_2	3	1.5
nor3_1	3	0.86
nand3_1	4	1.2
edfxtp_1	16	28
dfxtp_1	9	10
mux4_2	3	3.9
nand2_1	12	2.6
buf_2	6	1.7
a22oi_1	3	1.3
-- power by group --
group / switching, W / internal (W)
Combinational: 0.0000683 / 0.0000706
Clock: 0.0000837 / 0.0000706
Sequential: 0.0000136 / 0.000285
-- through the flow --
step | hold slack (ns) | instances
2_1_floorplan | 0.430 | 183
3_3_place_gp | 0.441 | 311
3_5_place_dp | 0.454 | 311
4_1_cts | 0.462 | 315
5_1_grt | 0.507 | 315
6_report | 0.460 | 315
-- routing by layer --
| metal | wire, microns | global-route usage, % | share of wire, % |
|---|---|---|---|
| met4 | 29 | 0.659 | 0.66 |
| met3 | 230 | 1.61 | 5.2 |
| met1 | 1940 | 9.85 | 44 |
| met2 | 2190 | 13.1 | 50 |
| met5 | 0 | 0 | 0 |
-- worst reg2reg max path: stages, from the launching register on --
cell,delay (ns)
dfxtp_1,0.82
inv_1,0.29
ha_1,0.42
xnor2_1,0.47
a311o_1,0.33
o311ai_1,0.19
or3_4,0.40
o21ai_2,0.12
-- sequential cells by signal (all words and copies together) (netlist names) --
name and count:
MISO_out 1, count 5, slave_r 16, state 3
-- kinds of logic after synthesis --
kind of cell	synth area share [%]
simple gates	18.5
buf+inv	5.82
xor+xnor	3.52
mux	7.33
compound gates	22.6
flops	38.0
fa+ha+maj	4.31
-- final cells by class --
| class | instances | area share [%] |
|---|---|---|
| Multi-Input combinational cell | 134 | 43.8 |
| Sequential cell | 25 | 29.6 |
| Timing Repair Buffer | 37 | 16.5 |
| Tap cell | 102 | 5.72 |
| Inverter | 13 | 2.19 |
| Clock buffer | 3 | 1.85 |
| Clock inverter | 1 | 0.336 |
-- worst min-delay path by stage --
stage         depth (start not counted)       end  slack, ns
CTS                                   2  state[0]       0.46
global route                          2  state[0]       0.51
finish                                2  state[0]       0.46
Power and IR drop assume default switching activity.
