--- flow/config.mk ---
export PLATFORM = sky130hd
export DESIGN_NAME = arbiter
export DESIGN_NICKNAME = arbiter
export VERILOG_FILES = /design/flow/design.v
export SDC_FILE = /design/flow/constraint.sdc
export NUM_CORES = 4
export LEC_CHECK = 1
export CORE_AREA = 10 10 84 84
export DIE_AREA = 0 0 94 94
--- flow/constraint.sdc ---
current_design arbiter

set clk_period 1.0
set clk_io_pct 0.2

create_clock -name clk0 -period $clk_period [get_ports {clk}]

set non_clock_inputs [all_inputs -no_clocks]
set_input_delay [expr $clk_period * $clk_io_pct] -clock clk0 $non_clock_inputs
set_output_delay [expr $clk_period * $clk_io_pct] -clock clk0 [all_outputs]
--- flow/run.sh ---
#!/bin/bash
# OpenROAD 26Q1-2900-gdf79404cd8, Yosys 0.63+post, stock flow scripts
make -C /OpenROAD-flow-scripts/flow DESIGN_CONFIG=/design/flow/config.mk WORK_HOME=/design/flow/orfs finish
--- flow/design.v ---
module arbiter#(parameter s0=2'b00,s1=2'b01,s2=2'b10,s3=2'b11)
(input clk,rst,input [3:0]req,output [3:0]grant);
reg[3:0]token;
reg [3:0]out0,out1,out2,out3;
always@(posedge clk)
begin
	if(rst)
	begin
		token<=4'b0001;
	end
	else if(rst==0)
		token<={token[2:0],token[3]};
end	
always@(token)
begin
			if(token[0]==1)
			begin
				if(req[0]==1)
					begin
						out0[0]<=1; out1<=4'b0000;
						out0[1]<=0; out2<=4'b0000;
						out0[2]<=0; out3<=4'b0000;
						out0[3]<=0;	
					end		
				else if(req[1]==1)
					begin
						out0[0]<=0; out1<=4'b0000;
						out0[1]<=1; out2<=4'b0000;
						out0[2]<=0; out3<=4'b0000;
						out0[3]<=0; 	
					end	
				else if(req[2]==1)
					begin
						out0[0]<=0; out1<=4'b0000;
						out0[1]<=0; out2<=4'b0000;
						out0[2]<=1; out3<=4'b0000;
						out0[3]<=0;	
					end
				else if(req[3]==1)
					begin
						out0[0]<=0; out1<=4'b0000;
						out0[1]<=0; out2<=4'b0000;
						out0[2]<=0; out3<=4'b0000;
						out0[3]<=1;	
					end	
				else if(req[0]==0&&req[1]==0&&req[2]==0&&req[3]==0)		
				begin
					out0<=4'b0000;
					out1<=4'b0000;
					out2<=4'b0000;
					out3<=4'b0000;
				end			
			end
			else if(token[1]==1)
			begin
				if(req[1]==1)
					begin
						out1[0]<=0; out0<=4'b0000;
						out1[1]<=1; out2<=4'b0000;
						out1[2]<=0; out3<=4'b0000;
						out1[3]<=0;	
					end		
				else if(req[2]==1)
					begin
						out1[0]<=0; out0<=4'b0000;
						out1[1]<=0; out2<=4'b0000;
						out1[2]<=1; out3<=4'b0000;
						out1[3]<=0;	
					end	
				else if(req[3]==1)
					begin
						out1[0]<=0; out0<=4'b0000;
						out1[1]<=0; out2<=4'b0000;
						out1[2]<=0; out3<=4'b0000;
						out1[3]<=1;	
					end
				else if(req[0]==1)
					begin
						out1[0]<=1; out0<=4'b0000;
						out1[1]<=0; out2<=4'b0000;
						out1[2]<=0; out3<=4'b0000;
						out1[3]<=0;	
					end					
				else if(req[0]==0&&req[1]==0&&req[2]==0&&req[3]==0)		
				begin
					out0<=4'b0000;
					out1<=4'b0000;
					out2<=4'b0000;
					out3<=4'b0000;
				end	
			end
			else if(token[2]==1)
			begin
				if(req[2]==1)
					begin
						out2[0]<=0; out0<=4'b0000;
						out2[1]<=0; out1<=4'b0000;
						out2[2]<=1; out3<=4'b0000;
						out2[3]<=0;	
					end		
				else if(req[3]==1)
					begin
						out2[0]<=0; out0<=4'b0000;
						out2[1]<=0; out1<=4'b0000;
						out2[2]<=0; out3<=4'b0000;
						out2[3]<=1;	
					end	
				else if(req[0]==1)
					begin
						out2[0]<=1; out0<=4'b0000;
						out2[1]<=0; out1<=4'b0000;
						out2[2]<=0; out3<=4'b0000;
						out2[3]<=0; 
					end
				else if(req[1]==1)
					begin
						out2[0]<=0; out0<=4'b0000;
						out2[1]<=1; out1<=4'b0000;
						out2[2]<=0; out3<=4'b0000;
						out2[3]<=0;	
					end	
				else if(req[0]==0&&req[1]==0&&req[2]==0&&req[3]==0)		
				begin
					out0<=4'b0000;
					out1<=4'b0000;
					out2<=4'b0000;
					out3<=4'b0000;
				end	
			end
			else if(token[3]==1)
			begin
				if(req[3]==1)
					begin
						out3[0]<=0; out0<=4'b0000;
						out3[1]<=0; out1<=4'b0000;
						out3[2]<=0; out2<=4'b0000;
						out3[3]<=1;	
					end		
				else if(req[0]==1)
					begin
						out3[0]<=1; out0<=4'b0000;
						out3[1]<=0; out1<=4'b0000;
						out3[2]<=0; out2<=4'b0000;
						out3[3]<=0;	
					end	
				else if(req[1]==1)
					begin
						out3[0]<=0; out0<=4'b0000;
						out3[1]<=1; out1<=4'b0000;
						out3[2]<=0; out2<=4'b0000;
						out3[3]<=0;	
					end
				else if(req[2]==1)
					begin
						out3[0]<=0; out0<=4'b0000;
						out3[1]<=0; out1<=4'b0000;
						out3[2]<=1; out2<=4'b0000;
						out3[3]<=0;	
					end	
				else if(req[0]==0&&req[1]==0&&req[2]==0&&req[3]==0)		
				begin
					out0<=4'b0000;
					out1<=4'b0000;
					out2<=4'b0000;
					out3<=4'b0000;
				end	
			end
end
or o1(grant[0],out0[0],out1[0],out2[0],out3[0]);
or o2(grant[1],out0[1],out1[1],out2[1],out3[1]);
or o3(grant[2],out0[2],out1[2],out2[2],out3[2]);
or o4(grant[3],out0[3],out1[3],out2[3],out3[3]);
endmodule
==> run summary <==
Status = finished, final reports clean
Wire length per cell = 7.49 microns
DRT Pass-1 Iters = 4
Hold Crit Class = reg -> reg
R2r setup slk = 300 ps
First-iteration detailed-routing DRC count = 14
Post-CTS setup buffer count = 0
RSZ-0062 raised after global routing = no
Critical Path End Type = register
Buffers & Inverters on Critical Path = 1
Number of global-route vias before repair = 383
Endpoints left unconstrained = 20
Die y size = 94 microns
Worst skew pair latency = 210 ps
Kind of critical path = in -> reg
CP Depth = 2
Dpl cells = 134
IO Port Bufs = 9
Largest net degree at the start of global routing = 17
Log Warnings = 25
Number of fill cells = 603
Cells in synth_stat.txt = 54
Avg Inst Size Synth = 10.0 sq um
I/O pins = 10
CP max-delay cell = clkdlybuf4s50_1
Yosys cell types = 19
Reg2reg start = token[3]
FMAX = 1.20 GHz
Post-Place Cell Area = 727 sq um
Worst r2r dst = token[0]
Antenna fix cells = 0
CP startpoint = rst
Slew headroom = 0.510
Worst slew pin tran = 732 ps
R2R cell count = 1
CTS root buf = clkbuf_8
DRC Markers = 0
CTS tree = done
First-pass GRT wire length = 1.66 mm
Max Slew Vio Count = 0
CP Capture Point = token[0]
Fp_density = 0.104
GRT overflow = 0
Drt via density = 2.84
Post-route setup slack = 164 ps
Max_cap viols = 0
Fin cells = 137
Cells after Synth = 54
Hold Vio Cnt, Final = 0
Worst-path fanout max = 4
Hold wc startpoint = token[3]
Tot GR Track Use = 0.0232
Cell Area, Synth = 542 sq um
Clock H-tree levels = 1
Hold_ws = 453 ps
CP Launch Type = primary input
Final core occ = 0.148
Worst path required time = 1100 ps
Critical Path, Cell by Cell = clkdlybuf4s50_1, or2_2
Layout Area Growth over Synthesis = 41.8%
Ratio of cells with drive above 1 in the final layout = 0.164
Core footprint = 0.00520 sq mm
Row cnt = 26
Final instance area = 768 sq um
Clock-pin slew on the worst setup and hold paths = 30 ps
Flops out of synthesis = 20
Yosys warning total = 1
CP delay by family, top = buffers and inverters
Total power = 663 uW
Worst slack at placement = -64.3 ps
Max IR drop VDD = 0.854 mV
Die footprint = 0.00884 sq mm
Final Routed Wirelength = 1.03 mm
Initial antenna violation count = 0
Final setup viols = 0
CP peak stage delay = 450 ps
Post-CTS Hold Fix Bufs = 0
Crit path DAT = 930 ps
Die W = 94 microns
Lkg Pwr = 0.322 nW
Pwr dens = 863 mW/mm^2
Yosys chip area = 542 sq um
Post-layout period usage of the worst path = 0.836
Register pins left without a clock = 16
Tmin final = 836 ps
Antenna Violating Nets Remaining = 0
Clock tree buffer depth = 2
Setup TNS = 0 ps
Via count = 389
Resize count post-CTS = 0
Clock skew = 2.32 ps
Routability cong. = 0.752
Num CTS Buffers = 3
registers in the layout, indices dropped and copies added (netlist names):
register	count
token	4
out1	4
out2	4
out3	4
out0	4
synthesized netlist by cell type:
| cell | number | area (sq um) |
|---|---|---|
| and3b_1 | 2 | 17.5 |
| or3b_2 | 1 | 8.76 |
| nor4b_2 | 1 | 15.0 |
| or4_1 | 4 | 30.0 |
| nor3_1 | 3 | 15.0 |
| or2b_2 | 1 | 8.76 |
| nor2_1 | 9 | 33.8 |
| and4_1 | 1 | 8.76 |
| and2_1 | 1 | 6.26 |
| nor2b_1 | 3 | 18.8 |
| dlxtn_1 | 16 | 240 |
| or2_2 | 1 | 6.26 |
| dfxtp_1 | 4 | 80.1 |
| and3_2 | 1 | 7.51 |
| or4b_4 | 1 | 13.8 |
| nand2_1 | 1 | 3.75 |
| inv_1 | 2 | 7.51 |
| or3b_1 | 1 | 8.76 |
| or3_4 | 1 | 11.3 |
cells by family after synthesis:
| group | Yosys count | synth area share |
|---|---|---|
| buf+inv | 2 | 0.0139 |
| flops | 4 | 0.148 |
| latches | 16 | 0.443 |
| simple gates | 32 | 0.395 |
cells in the final DEF, fill, tap and decap left out, types with 2 or more instances in the layout:
master / count
and3b_1: 2
clkbuf_8: 3
clkdlybuf4s50_1: 9
dfxtp_1: 4
dlxtn_1: 16
inv_1: 2
nor2_1: 9
nor2b_1: 3
nor3_1: 3
or4_1: 4
routing by layer:
metal / GRT usage / vias to the layer above / wire length, microns / part of all wire
met5: 0 / - / 0 / 0
met4: 0.00127 / 0 / 0 / 0
met3: 0.00889 / 0 / 47 / 0.046
met2: 0.0363 / 8 / 422 / 0.41
met1: 0.0311 / 169 / 556 / 0.54
li1: - / 212 / - / -
power by group:
group          switching [mW]  leakage [nW]  internal (mW)  total (mW)
clock                  0.0717        0.0216          0.255       0.327
sequential            0.00890         0.156          0.216       0.225
combinational          0.0501         0.144         0.0611       0.111
worst min-delay path by stage:
stage                       to  slack (ps)  depth (start not counted)
final                 token[0]         450                          1
after global routing  token[0]         480                          1
after CTS             token[0]         450                          1
layout make-up:
type	instances	area (sq um)	area share
sequential	20	320	0.417
multi-input combinational	32	214	0.279
inverter	2	7.51	0.00977
clock buffer	3	41.3	0.0537
tap	70	87.6	0.114
timing repair buffer	10	97.6	0.127
Power and IR drop assume default switching activity.
